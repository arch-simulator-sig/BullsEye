## design/flow/config.mk

```make
export PLATFORM = sky130hd
export DESIGN_NAME = PRF32XN1W2RCPBW
export DESIGN_NICKNAME = PRF32XN1W2RCPBW
export VERILOG_FILES = /design/flow/design.v
export SDC_FILE = /design/flow/constraint.sdc
export NUM_CORES = 4
export LEC_CHECK = 1
export CORE_UTILIZATION = 50
```

## design/flow/constraint.sdc

```tcl
current_design PRF32XN1W2RCPBW

set clk_period 7.9
set clk_io_pct 0.2

create_clock -name clk0 -period $clk_period [get_ports {CLK}]

set non_clock_inputs [all_inputs -no_clocks]
set_input_delay [expr $clk_period * $clk_io_pct] -clock clk0 $non_clock_inputs
set_output_delay [expr $clk_period * $clk_io_pct] -clock clk0 [all_outputs]
```

## design/flow/design.v

```verilog
module PRF32XN1W2RCPBW #(
    parameter WORD_COUNT    = 32
) (
    CLK,
    WEC,
    BWC,
    DC,
    AC,
    AA,
    QA,
    AB,
    QB
);
    input   wire                            CLK;     
    input   wire                            WEC;     
    input   wire [31:0]                     BWC;     
    input   wire [31:0]                     DC;      
    input   wire [$clog2(WORD_COUNT)-1:0]   AC;      
    input   wire [$clog2(WORD_COUNT)-1:0]   AA;      
    output  wire [31:0]                     QA;      
    input   wire [$clog2(WORD_COUNT)-1:0]   AB;      
    output  wire [31:0]                     QB;      
    reg [31:0] array [WORD_COUNT-1:0];     
    always @(posedge CLK) begin
        if (WEC == 1'b0) begin
            array[AC] <= (DC & BWC) | (array[AC] & ~BWC);
        end
    end
    assign QA = array[AA];
    assign QB = array[AB];
endmodule
```

## design/flow/run.sh

```bash
#!/bin/bash
# OpenROAD 26Q1-2900-gdf79404cd8, Yosys 0.63+post, stock flow scripts
make -C /OpenROAD-flow-scripts/flow DESIGN_CONFIG=/design/flow/config.mk WORK_HOME=/design/flow/orfs finish
```

==> deck_impl_summary.md <==
Synthesis and Place & Route Summary

Route
  • Routed length per placed instance: 40.64 um
  • DRT iter0 DRCs: 2,134
  • Via count: 33.02k
  • Via density: 7.266
  • # DRC: 0
  • Post-route ant nets: 0
  • Drt first pass iters: 5
  • Final wirelength: 184,700 um

Layout
  • Share of cells above drive strength 1: 37.15%
  • Layout area overhead: 12.85%
  • Most flops, register: array
  • Fin cells: 4,544
  • Max reg flops: 1,024
  • Largest regs: array x1024

Outcome
  • Status: finished, final reports clean

Pwr
  • Pwr dens: 206.2 mW/mm2
  • Worst vdd ir: 0.2352 mV
  • Leak: 19.87 nW

CTS
  • Clock slew at reported path FFs: 60 ps
  • Hold-fix buffers, CTS: 0
  • H-tree levels: 3
  • Post-cts resize count: 0
  • Sink Count: 1,024
  • CTS tree: done
  • Clk root buf: clkbuf_16
  • Total CTS buffers: 113
  • Post-CTS Setup Bufs: 0
  • Worst-Skew Late Latency: 710 ps
  • Max Root-Sink Buffers: 3

Logic synthesis
  • Async S/R FF share, synth: 0%
  • Mapped cell area: 0.05541 mm2
  • Distinct lib cells: 48
  • Synth Flop Type: edfxtp_1
  • Post-Syn Instances: 2,836
  • YS warnings: 1
  • Post-synth top area cell: edfxtp_1
  • Area share, top type: 55.49%
  • Synthesized area per cell: 19.54 um2
  • Yosys reg bits: 1,024
  • Yosys top cell by instances: edfxtp_1
  • Yosys chip area: 0.05541 mm2
  • Top cells by count: 1,024 x edfxtp_1, 755 x mux4_2, 280 x mux2i_1
  • Sequential-to-total area share from yosys stat: 55.49%
  • Ys cells: 2,836
  • Top cells by area, synth: edfxtp_1 55%, mux4_2 31%, mux2i_1 5.1%
  • Post-synth EDFFs: 1,024

Global route
  • GRT Resource Usage Total: 37.88%
  • Initial antenna violation count: 7
  • Maximum number of pins on one net before global-route repair: 78
  • Vias in the first global route: 36.84k
  • Total gr overflow: 0
  • First-pass GRT wire length: 261,500 um

Floorplan
  • Rows: 121
  • FP Util: 50.69%
  • Die Ht: 334.9 um
  • Ports: 145
  • Core Area: 0.1093 mm2
  • DIE AREA: 0.1122 mm2
  • Die x size: 334.9 um

Place
  • Placed cell count: 4,337
  • Routability Congestion: 0.9098
  • DP HPWL: 106,000 um
  • IO Port Bufs: 144
  • Dpl ws: 1856 ps

Worst setup path
  • Worst Path Max Fanout: 18
  • Worst Setup Path Type: input port to primary output
  • Flop2flop setup slack: 5270 ps
  • CP Launch Type: input port
  • Crit path DAT: 4470 ps
  • Worst Setup End Kind: primary output
  • WP data required: 6320 ps

STA
  • Final setup skew: 23.17 ps
  • Hold Violations, Final: 0
  • Slew @ Worst Pin: 957.5 ps
  • # setup viols final: 0
  • Fmax: 165.2 MHz
  • Crit path time final: 6053 ps
  • Slew headroom: 34.52%
  • Final setup TNS: 0 ps
  • Final Slew Violations: 0
  • Tcrit/Tclk final: 76.62%
  • RSZ-0062 raised after global routing: false
  • Final WS setup: 1847 ps

Hold path
  • Hold crit path type: register to register

Flow run
  • OpenROAD warnings: 26
  • Max cap viols: 0
[power by group]
part	total [mW]	switching, mW	internal, mW
Combinational	1.51	0.840	0.671
Sequential	6.15	0.0231	6.13
Clock	5.23	2.15	3.08
Total	12.9	3.01	9.88
[metrics by stage]
stage | hold slack, ps | power (mW) | utilization [%] | cell area, um2
5_1_grt | 1011 | 13.23 | 57.20 | 62530
3_5_place_dp | 939.5 | 7.766 | 53.86 | 58870
4_1_cts | 961.8 | 12.95 | 57.20 | 62530
6_report | 980.0 | 12.89 | 57.21 | 62530
3_3_place_gp | 934.1 | 7.755 | 53.86 | 58870
2_1_floorplan | 1368 | 7.209 | - | 55410
[logic make-up (layout without fill, tap and decap cells)]
logic type | after synthesis | after routing | share of synthesized area (%)
buffers and inverters | 298 | 528 | 2.759
flip-flops | 1024 | 1024 | 55.49
multiplexers | 1040 | 1040 | 35.85
AND/OR/NAND/NOR | 144 | 144 | 1.416
AND-OR/OR-AND | 330 | 330 | 4.485
other | 0 | 2 | 0
[worst max-delay path, cell delays in order]
cell and delay (ps):
buf_4 490, buf_4 740, nor2b_4 70, buf_4 290
a22oi_1 570, o21a_1 210, clkdlybuf4s50_1 460
[layout by cell type, fill, tap and decap left out, drive strengths merged, types with 29 or more instances in the layout]
master         count
mux2i            280
clkbuf           129
buf              166
o22ai             52
mux4             755
o21a              64
nor2              57
a22oi            108
clkinv            57
clkdlybuf4s50    130
edfxtp          1024
inv               29
[path summary, 6_finish.rpt]
path / startpoint / endpoint / depth (start not counted)
max: AB[3] / QB[19] / 7
min: array[10][1] / array[12][1] / 4
max reg2reg: array[11][18] / array[9][18] / 5
min reg2reg: array[10][1] / array[12][1] / 4
[layer usage]
layer	vias to the layer above	part of all wire [%]	track usage, %
met5	-	0.31	4.516
met4	22	3.8	10.52
met2	2871	46	52.39
met3	406	21	34.46
met1	16760	28	43.51
li1	12958	-	-
[layout make-up]
type,count,area (um2)
inverter,27,101.3
sequential,1024,30750
tap,1476,1847
timing repair buffer,296,2740
antenna,2,5.005
multi-input combinational,1514,23440
clock buffer,129,2952
fill,7861,46770
clock inverter,76,701.9
Power figures rest on the tool's default switching activity, not on a simulated workload.
