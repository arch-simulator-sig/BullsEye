==> design/flow/design.v <==
module SRAM32XN1W2RCPBW #(
    parameter WORD_COUNT    = 32
) (
    CLK,
    WEC,
    BWC,
    DC,
    AC,
    REA,
    AA,
    QA,
    REB,
    AB,
    QB
);
    input   wire                            CLK;     
    input   wire                            WEC;     
    input   wire [31:0]                     BWC;     
    input   wire [31:0]                     DC;      
    input   wire [$clog2(WORD_COUNT)-1:0]   AC;      
    input   wire                            REA;     
    input   wire [$clog2(WORD_COUNT)-1:0]   AA;      
    output  reg  [31:0]                     QA;      
    input   wire                            REB;     
    input   wire [$clog2(WORD_COUNT)-1:0]   AB;      
    output  reg  [31:0]                     QB;      
    reg [31:0] array [WORD_COUNT-1:0];     
    always @(posedge CLK) begin
        if (WEC == 1'b0) begin
            array[AC] <= (DC & BWC) | (array[AC] & ~BWC);
        end
    end
    always @(posedge CLK) begin
        if (REA == 1'b0) begin
            QA <= array[AA];
        end
        if (REB == 1'b0) begin
            QB <= array[AB];
        end
    end
endmodule
==> design/flow/run.sh <==
#!/bin/bash
# OpenROAD 26Q1-2900-gdf79404cd8, Yosys 0.63+post, stock flow scripts
make -C /OpenROAD-flow-scripts/flow DESIGN_CONFIG=/design/flow/config.mk WORK_HOME=/design/flow/orfs finish
==> design/flow/config.mk <==
export PLATFORM = sky130hd
export DESIGN_NAME = SRAM32XN1W2RCPBW
export DESIGN_NICKNAME = SRAM32XN1W2RCPBW
export VERILOG_FILES = /design/flow/design.v
export SDC_FILE = /design/flow/constraint.sdc
export NUM_CORES = 4
export LEC_CHECK = 1
export CORE_UTILIZATION = 50
==> design/flow/constraint.sdc <==
current_design SRAM32XN1W2RCPBW

set clk_period 5.6
set clk_io_pct 0.2

create_clock -name clk0 -period $clk_period [get_ports {CLK}]

set non_clock_inputs [all_inputs -no_clocks]
set_input_delay [expr $clk_period * $clk_io_pct] -clock clk0 $non_clock_inputs
set_output_delay [expr $clk_period * $clk_io_pct] -clock clk0 [all_outputs]
==> run notes <==
Purpose: to document the outcome of synthesis and place and route.

Clocking
The number of hold buffers added after CTS was 0. The clock net sink count is 1088. The cell at the root of the clock tree is sky130_fd_sc_hd__clkbuf_16. In this run the deepest clock path goes through 3 buffers. TritonCTS built the clock tree. The number of cells upsized or downsized after cts is 0. The TritonCTS buffer count is between 100 and 150. The maximum level of the CTS H-tree is 3. The clock latency reported for the late side of the worst-skew pair is 0.72 ns.

After clock tree synthesis, the clock-pin slew on the worst setup and hold paths is 0.06 ns. The total setup buffers inserted after CTS is 0.

Timing
At the pin with the least slew margin, the transition time is roughly 1.1 ns. The clock period could shrink to approximately 4.2 ns. The final clock period utilization by the worst path is 0.742.

Headroom to the max-slew limit came out at 0.289. Between clock sinks in the finished design, the worst skew comes to 0.0317 ns. Across all setup checks in the final design, the least slack found is approximately 1.4 ns.

The max-slew violation count is 0. The upper clock frequency limit is approximately 0.24 GHz. The total negative slack for setup checks is 0 ns. Setup repair after global routing left no endpoint under its margin. Endpoints with negative setup slack in the final report add up to 0.

The number of endpoints with negative hold slack in the final report is 0.

Routing
The wire length per cell after detailed routing is between 40 and 50 um. The post-route DRC violation count is 0. Nets still carrying antenna violations after routing amount to 0.

The post-detailed-routing wire length is 198000 um. The detailed-route via count is about 34000. The detailed-router iteration count before antenna repair is 5. The via count normalized by instance count is around 7.2. After the first detailed-routing iteration, the DRC count stood at ~2100.

Place
The weighted congestion reported at the end of routability-driven placement is around 0.94. The area after detailed placement is 0.0614 mm2. During placement, the flow inserted port buffers numbering ~150.

The cell count after placement is between 4000 and 5000. The setup slack after placement is around 0.84 ns. Note, the detailed placer reported a final HPWL of around 120000 um.

Logic synthesis
Counting flops with an async set or reset pin after synthesis yields a share of 0. After technology mapping, the gate count stands at between 2000 and 3000. The post-synthesis register bit count is about 1100. Ranked by total cell area, the synthesized netlist is headed by sky130_fd_sc_hd__edfxtp_1 57%, sky130_fd_sc_hd__mux4_2 29%, sky130_fd_sc_hd__mux2i_1 5.6%, sky130_fd_sc_hd__a22oi_1 1.7%, sky130_fd_sc_hd__o21a_1 0.84%.

The number of warning messages in the yosys log is 1. The sequential area share after synthesis is 0.569. The post-synthesis cell count from yosys is 2960.

The share of synthesized area in the top cell type comes to 0.569. The leading area contributor after synthesis is sky130_fd_sc_hd__edfxtp_1. The top flip-flop cell by instance count after synthesis is sky130_fd_sc_hd__edfxtp_1. The post-synth area from yosys stat is 0.0574 mm2. The number of different library cells in the post-synthesis netlist is 42. In this run the cell area of the synthesized design comes to 0.0574 mm2. Yosys mapped a number of flops with a built-in enable equal to about 1100. Averaged over all synthesized cells, the footprint is between 15 and 20 um2.

Run status
The run finished with clean final reports.

Floorplan
The overall die size recorded for this design is 0.116 mm2. According to the floorplan log, the row count is about 120. The floorplan step records an initial core utilization of 0.508. Measured along the x axis, the die boundary spans 341 um. ~150 I/O pins were placed.

From bottom edge to top edge, the die measures around 340 um. The core footprint is around 0.11 mm2.

Cells and area
The fill cell instance count of the final layout is a little over 8000. The post-route cell area is 0.0653 mm2. The area overhead of the layout relative to synthesis is 13.7%.

In the final layout, the share of cells above drive strength 1 is 0.360. The most used logic cell in the final layout is sky130_fd_sc_hd__edfxtp_1. Per the cell usage report, the commonest logic cells after layout are 1088 x sky130_fd_sc_hd__edfxtp_1, 736 x sky130_fd_sc_hd__mux4_2, 321 x sky130_fd_sc_hd__mux2i_1, 147 x sky130_fd_sc_hd__buf_4, 134 x sky130_fd_sc_hd__clkdlybuf4s50_1. Excluding fillers, the count of instances in the completed layout stands at 4729.

Power and ir drop
Across the VDD grid, the largest voltage drop is 0.000263 V. The leakage power is about 21 nW. After layout, the design draws a total of between 15 and 20 mW.

The cell area power density is about 300 mW/mm2.

Critical path
The critical path is of the input pin to flop type. The slack of the worst reg-to-reg path is 3.25 ns. The worst setup path is captured at a flop.

The worst register-to-register path has a depth of 5. The start of the worst register-to-register path is array[23][23]$_DFFE_PP_. The worst setup path is launched from an input pin. The data required time at the worst endpoint is approximately 6.1 ns. The critical path data arrival time is 4.67 ns. The largest driver fanout on the critical path is 24. Looking at the reg2reg group, the worst path ends at array[16][23]$_DFFE_PP_.

Worst hold path
STA reports the tightest min-delay check as being of type flop to flop. The startpoint of the most critical hold path is array[0][18]$_DFFE_PP_. Hold analysis shows the worst path with a depth of 3. STA shows the worst min-delay path finishing at QB[18]$_DFFE_PN_.

Global route
The initial antenna violation count was 3. Entering global routing, the biggest net connects 72 pins. For this run, the total global-route usage over all layers was measured as 0.393. Summed over all layers, the global routing overflow is 0. The first global-routing pass estimated between 200000 and 300000 um of wire. The via count of the first global-routing pass is between 30000 and 40000.

Flow run
The number of warnings the tools reported is 26. The run reported a max-capacitance violation count of 0.
## worst max-delay path: stages
cell and delay, ns:
sky130_fd_sc_hd__clkdlybuf4s50_1 1.16, sky130_fd_sc_hd__buf_4 0.31, sky130_fd_sc_hd__and2_2 0.46, sky130_fd_sc_hd__buf_4 0.44, sky130_fd_sc_hd__a221oi_1 0.18, sky130_fd_sc_hd__a32oi_1 0.58
sky130_fd_sc_hd__buf_4 0.37
## flip-flops by register name (all words and copies together), names as in the netlist
register  cells
array      1024
QB           32
QA           32
## kinds of logic (layout without fill, tap and decap cells)
kind of cell	after synthesis	in the layout	share of synthesized area
mux	1058	1058	0.345
compound gates	314	314	0.0409
flops	1088	1088	0.569
simple gates	209	209	0.0185
buf+inv	291	554	0.0267
other cells	0	6	0
## layer usage
metal | wire length, um | GRT usage | vias to the layer above | part of all wire
met5 | 779 | 0.0592 | - | 0.0039
met4 | 10700 | 0.149 | 22 | 0.054
met3 | 39500 | 0.326 | 542 | 0.20
met2 | 90500 | 0.533 | 2958 | 0.46
met1 | 57000 | 0.473 | 17276 | 0.29
li1 | - | - | 13461 | -
## cells in the mapped netlist (all sizes together), types with 10 or more instances
master	count
mux2i	321
a221oi	10
nor4	33
a32oi	18
a21oi	15
mux4	736
a22oi	128
nand2	20
buf	175
clkbuf	95
nor2	93
a41oi	11
a31oi	12
o22ai	31
edfxtp	1088
nor2b	20
o21a	64
a22o	21
inv	21
## layout make-up
cell class | count | area [um2] | area share
sequential | 1088 | 32700 | 0.500
multi-input combinational | 1581 | 23600 | 0.361
timing repair buffer | 322 | 3190 | 0.0488
clock buffer | 139 | 3050 | 0.0468
tap | 1500 | 1880 | 0.0287
clock inverter | 72 | 812 | 0.0124
inverter | 21 | 78.8 | 0.00121
antenna | 6 | 15.0 | 0.000230
## worst max-delay path by stage
stage,to,startpoint,slack (ns)
4_1_cts,array[0][23]$_DFFE_PP_,AC[2],1.60
5_1_grt,array[22][23]$_DFFE_PP_,AC[2],1.39
6_report,array[16][23]$_DFFE_PP_,AC[2],1.44
## stage by stage
stage	util	hold WS [ns]
2_1_floorplan	-	0.950
3_3_place_gp	0.543	0.998
3_5_place_dp	0.543	1.00
4_1_cts	0.577	1.01
5_1_grt	0.577	1.04
6_report	0.577	1.02
## where the power goes
part	leakage, nW	total, mW	internal [mW]	switching, mW
logic	9.19	2.21	0.940	1.27
clock network	1.88	7.85	4.68	3.17
registers	9.81	9.28	9.23	0.0543
total	20.9	19.3	14.8	4.49
No activity file was given, so power comes from the tool's default toggle rates.
